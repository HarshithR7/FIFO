File: design/flow/config.mk
export PLATFORM = sky130hd
export DESIGN_NAME = shiftRegister_FIFO
export DESIGN_NICKNAME = shiftRegister_FIFO
export VERILOG_FILES = /design/flow/design.v
export SDC_FILE = /design/flow/constraint.sdc
export NUM_CORES = 4
export LEC_CHECK = 1
export CORE_UTILIZATION = 40
File: design/flow/design.v
`timescale 1ns / 1ps
module shiftRegister_FIFO #(
    parameter WIDTH = 8,
    parameter DEPTH = 4
) (
    input logic clk,
    input logic rst_n,
    input logic write,
    input logic read,
    input logic [WIDTH-1:0] data_in,
    output logic [WIDTH-1:0] data_out,
    output logic full,
    output logic empty
);
    logic [WIDTH-1:0] memory [DEPTH-1:0];
    logic [$clog2(DEPTH):0] count;
    always_ff @(posedge clk or posedge rst_n) begin
        if (rst_n) begin
            count <= 0;
            for (int i = 0; i < DEPTH; i++) begin
                memory[i] <= '0;
            end
        end else if (write && !full && read && !empty) begin
            for (int i = DEPTH-1; i > 0; i--) begin
                memory[i] <= memory[i-1];
            end
            memory[0] <= data_in;
        end else if (write && !full) begin
            memory[count] <= data_in;
            count <= count + 1;
        end else if (read && !empty) begin
            for (int i = 0; i < DEPTH-1; i++) begin
                data_out <= memory[DEPTH-1];
                memory[i] <= memory[i+1];
            end
            count <= count - 1;
        end
    end
    assign full = (count == DEPTH);
    assign empty = (count == 0);
endmodule
File: design/flow/run.sh
#!/bin/bash
# OpenROAD 26Q1-2900-gdf79404cd8, Yosys 0.63+post, stock flow scripts
make -C /OpenROAD-flow-scripts/flow DESIGN_CONFIG=/design/flow/config.mk WORK_HOME=/design/flow/orfs finish
File: design/flow/constraint.sdc
current_design shiftRegister_FIFO

set clk_period 4.7
set clk_io_pct 0.2

create_clock -name clk0 -period $clk_period [get_ports {clk}]

set non_clock_inputs [all_inputs -no_clocks]
set_input_delay [expr $clk_period * $clk_io_pct] -clock clk0 $non_clock_inputs
set_output_delay [expr $clk_period * $clk_io_pct] -clock clk0 [all_outputs]
==> impl_metrics.ini <==
; synthesis and place-and-route metrics
[final_layout]
area_growth_pct = 13.2
drive_gt1_frac = 0.0812
fin_util = 0.472
num-fill-cells = 516
mi_logic_area_um2 = 1020
flop_area_um2 = 1120

[logic_synthesis]
ys_warn_count = 2
syn-instance-count = 217
common_cells = dfrtp_1 (35), nand2_1 (17), a21oi_1 (16), mux2i_1 (16), inv_1 (12)
synth_top_flop_cell = dfrtp_1
largest_area_cell = dfrtp_1
top_area_frac = 0.381
postSynthSeqShare = 0.486
synth.avg_cell_area_um2 = 10.6
ys_cells = 217
top_cell = dfrtp_1
edf_count = 8
ys_area_um2 = 2300
yosys-top-cells-area = dfrtp_1 (38%), edfxtp_1 (10%), mux2i_1 (7.0%), a222oi_1 (3.9%), a21oi_1 (3.5%)
synth.distinct_cells = 44
netlist_area_um2 = 2300
async_flop_share = 0.814
synth-seq-cells = 43

[cts]
cts_buffers = 5
post_cts_buffers = 0
cts_tree = built
clockBufferDepth = 2
clkTransAtPathRegs_ns = 0.07
hold_buffers = 0
cts_root_buf = clkbuf_8
cts_resized = 0
cts.sinks = 43
htree_num_levels = 2
clock_latency_ns = 0.29

[final_timing]
finalSetupTns_ns = 0
finClkSkew_ns = 0.00516
rsz0062_at_grt = false
max_freq_mhz = 329
slew_violations = 0
finalCritPeriodShare = 0.646
slew_headroom = 0.371
setup_viol = 0
worstMarginPinSlew_ns = 0.939
hold_viol_final = 0
period_minus_slack_ns = 3.04

[drt]
drc = 0
first_pass_iters = 4
routed-wl-met3_um = 279
top_layer_used = met4
wl_um = 4970
drt-initial-drc-count = 192
vias_per_cell = 5.65
n_antenna_cell = 0
antenna_left = 0
wl_met1_um = 2390
met2_length_um = 2220
vias = 1730
post_drt_wl_per_cell_um = 16.2

[critical_path]
crit_fanout = 21
crit_path_start_kind = primary input
path_delay_family = buffers and inverters
path_cells = clkdlybuf4s50_1, o21a_1, nor3b_2, a222oi_1, mux2i_1
end_kind = flip-flop
worstPathRequired_ns = 4.91
critical_path_class = in2reg
cp_num_buf_inv = 1
max_stage_delay_ns = 0.82
arrival_ns = 3.25
slowest_stage = clkdlybuf4s50_1

[grt]
grt_pass1_vias = 1578
grt-ovfl-total = 0
grt_pass1_wl_um = 8560
grt_max_degree = 36
antenna_found_initial = 0
gr-usage-all-layers = 0.189

[place]
hpwl_um = 3370
place.gp.congestion = 0.788
port_buffers = 21

[run_status]
status = finished clean

[run]
warning_count = 25
maxCapViolations = 0

[power]
power.density_nw_per_um2 = 603
leakagePower_nw = 1.06
ir_worst_vdd_v = 0.000257

[die]
ios = 22
fp_util = 0.417
rows = 27
die_h_um = 77.8
die_area_um2 = 6050
die_w_um = 77.8
core_um2 = 5510

[min_path]
hp-class = reg2reg
## layer usage
layer	GRT usage	up-vias
li1	-	839
met1	0.316	834
met2	0.277	50
met3	0.0299	7
met4	0.0264	0
met5	0	-
## state kept, by name, indices dropped and copies added, names as in the netlist
signal    count
count         3
data_out      8
memory       32
## through the flow
step                hold slack (ns)  setup WS [ns]  std cells  total power [mW]  instance area [µm²]
detailed placement            0.480           1.39        298              1.35                 2510
CTS                           0.500           1.67        306              1.58                 2600
finish                        0.495           1.66        306              1.57                 2600
floorplan                     0.443           2.32        217              1.20                 2300
global route                  0.522           1.47        306              1.70                 2600
global placement              0.476           1.39        298              1.34                 2510
## path summary, 6_finish.rpt
| kind | startpoint | end | slack, ns | cells after the start |
|---|---|---|---|---|
| min in group asynchronous | rst_n | count[2]$_DFFE_PP0P_ | 1.11 | 3 |
| worst max-delay path | read | memory[1][6]$_DFFE_PP0P_ | 1.66 | 5 |
| max in group asynchronous | rst_n | memory[0][1]$_DFFE_PP0P_ | 3.26 | 3 |
| worst min register to register | memory[0][2]$_DFFE_PP0P_ | memory[0][2]$_DFFE_PP0P_ | 0.49 | 2 |
| worst max register to register | count[1]$_DFFE_PP0P_ | data_out[1]$_DFFE_PP_ | 2.35 | 4 |
| worst min-delay path | memory[0][2]$_DFFE_PP0P_ | memory[0][2]$_DFFE_PP0P_ | 0.49 | 2 |
## cells by family (layout without fill, tap and decap cells)
| logic type | Yosys count | after routing | share of synthesized area |
|---|---|---|---|
| AND-OR/OR-AND | 78 | 78 | 0.243 |
| AND/OR/NAND/NOR | 45 | 45 | 0.100 |
| flip-flops | 43 | 43 | 0.486 |
| buffers and inverters | 30 | 47 | 0.0719 |
| multiplexers | 17 | 17 | 0.0746 |
| adder cells (fa/ha/maj) | 2 | 2 | 0.0131 |
| XOR/XNOR | 2 | 2 | 0.0109 |
## layout by cell type (no fill, tap or decap), types with 5 or more instances in the layout
cell / count
inv_1: 12
a222oi_1: 9
o22a_1: 6
edfxtp_1: 8
mux2i_1: 16
clkbuf_8: 5
nor2_1: 11
a21oi_1: 16
nand2b_1: 5
nand2_1: 17
a22oi_1: 5
dfrtp_1: 35
o21ai_1: 8
o22ai_1: 9
o21ai_0: 7
clkdlybuf4s50_1: 21
## tightest hold or removal path, delay by kind of cell, from the launching register on
kind	cells	cell delay (ns)
flops	1	0.34
compound gates	1	0.07
simple gates	1	0.05
## final cells by class
type,count,area share
Inverter,14,0.0202
Tap cell,72,0.0346
Sequential cell,43,0.429
Timing Repair Buffer,25,0.0924
Clock buffer,6,0.0279
Multi-Input combinational cell,144,0.391
Clock inverter,2,0.00481
## power by group
part           switching (mW)  total, mW  leakage (nW)  internal (mW)
registers               0.183      0.735         0.484          0.552
clock network           0.124      0.227        0.0412          0.104
logic                   0.298      0.605         0.534          0.308
total                   0.604       1.57          1.06          0.964
Power is estimated from default activity; no workload was simulated.
